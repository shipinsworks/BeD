==> design/flow/design.v <==
`default_nettype none
  module memory_8bit #(
		       parameter integer C_S_AXI_ADDR_WIDTH = 32,
		       parameter integer C_MEMORY_SIZE = 512     
		       )(
			 input wire 			     clk,
			 input wire [C_S_AXI_ADDR_WIDTH-1:0] waddr,
			 input wire [7:0] 		     write_data,
		         input wire 			     write_enable,
			 input wire 			     byte_enable,
			 input wire [C_S_AXI_ADDR_WIDTH-1:0] raddr,
			 output wire [7:0] 		     read_data
			 );
   function integer log2;
      input integer 					     addr;
      begin
	 addr = addr - 1;
	 for (log2=0; addr>0; log2=log2+1)
	   addr = addr >> 1;
      end
   endfunction
   reg        [7:0]    mem    [0:C_MEMORY_SIZE-1];
   wire [log2(C_MEMORY_SIZE)-1:0] mem_waddr;
   wire [log2(C_MEMORY_SIZE)-1:0] mem_raddr;
   integer 			  i;
   initial begin
      for (i=0; i < C_MEMORY_SIZE; i=i+1) begin
	 mem[i] = 8'd0;
      end
   end
   assign mem_waddr = waddr[(log2(C_MEMORY_SIZE)+log2((C_S_AXI_ADDR_WIDTH/8)))-1:log2((C_S_AXI_ADDR_WIDTH/8))];
   assign mem_raddr = raddr[(log2(C_MEMORY_SIZE)+log2((C_S_AXI_ADDR_WIDTH/8)))-1:log2((C_S_AXI_ADDR_WIDTH/8))];
   always @(posedge clk) begin
      if (write_enable & byte_enable)
	mem[mem_waddr] <= write_data;
   end
   assign read_data = mem[mem_raddr];
endmodule
`default_nettype wire
==> design/flow/run.sh <==
#!/bin/bash
# OpenROAD 26Q1-2900-gdf79404cd8, Yosys 0.63+post, stock flow scripts
make -C /OpenROAD-flow-scripts/flow DESIGN_CONFIG=/design/flow/config.mk WORK_HOME=/design/flow/orfs finish
==> design/flow/constraint.sdc <==
current_design memory_8bit

set clk_period 17.6
set clk_io_pct 0.2

create_clock -name clk0 -period $clk_period [get_ports {clk}]

set non_clock_inputs [all_inputs -no_clocks]
set_input_delay [expr $clk_period * $clk_io_pct] -clock clk0 $non_clock_inputs
set_output_delay [expr $clk_period * $clk_io_pct] -clock clk0 [all_outputs]
==> design/flow/config.mk <==
export PLATFORM = sky130hd
export DESIGN_NAME = memory_8bit
export DESIGN_NICKNAME = memory_8bit
export VERILOG_FILES = /design/flow/design.v
export SDC_FILE = /design/flow/constraint.sdc
export NUM_CORES = 4
export LEC_CHECK = 1
export CORE_UTILIZATION = 30
==> results_dict.tcl <==
# yosys + openroad results
set metrics [dict create \
    synthDistinctLibCells 51 \
    worst_slack_ns 3.976 \
    top_regs "mem: 4096 flops" \
    gp_congestion 0.9283 \
    start_kind "input port" \
    holdPathEnd "mem[421][0]$_DFFE_PP_" \
    finalHoldViolCount 0 \
    largest_area_cell "edfxtp_1" \
    overflow 0 \
    cp_max_fo 46 \
    yosys_most_used_dff "edfxtp_1" \
    wire_per_inst_um 26.12 \
    rsz0062_at_grt "no" \
    cts_repair_resize_count 0 \
    clock-sinks 4096 \
    grt_pass1_wl_mm 587.8 \
    edf_count 4096 \
    row_count 267 \
    grt_pass1_vias 86760 \
    fin_setup_tns_ns 0 \
    grt_usage 0.1597 \
    crit_path_max_incr_delay_ns 0.93 \
    endpoint_kind "output pin" \
    warnings 87 \
    post_dp_cell_area_um2 168000 \
    finalSetupViolCount 0 \
    port_buffers 36 \
    required_ns 14.08 \
    drtAntennaViolNets 0 \
    hpwl_mm 249.7 \
    p_per_area_nw_per_um2 111.5 \
    netlist_instances 8013 \
    fin_crit_ns 13.62 \
    ioPinCount 83 \
    path_clk_slew_ns 0.06 \
    die_w_um 732.4 \
    vias 79320 \
    area_growth_pct 13.24 \
    cp_common_cell "buf_4" \
    power.leakage_nw 55.96 \
    max-slew-margin-rel 0.1213 \
    ys_seq_frac 0.7686 \
    htree_levels 5 \
    largest_register "mem" \
    post-cts-setup-buffers 0 \
    worstMarginPinSlew_ns 1.318 \
    numCtsBuffers 393 \
    status "complete, no violations" \
    drv_slew 0 \
    ir_drop_uv 101.4 \
    initial_core_util 0.3020 \
    hold_buffers 0 \
    yosys_warnings 1 \
    chipArea_um2 536400 \
    syn_area_um2 160000 \
    max_freq_ghz 0.07340 \
    clk_path_buf_depth 4 \
    ys_chip_area_um2 160000 \
    synth.area.top_cells "edfxtp_1 77%, mux4_2 8.7%, mux2i_1 5.1%" \
    holdWs_ns 2.939 \
    antenna_found_initial 20 \
    grt_max_degree 124 \
    avgSynthCellArea_um2 19.97 \
    finalClockPeriodUsage 0.7741 \
    hold_path_class "in -> reg" \
    drc_errors 0 \
    path_class "in -> out" \
    ys_cells 8013 \
    cts_tree "built" \
    stdcell_area_um2 181200 \
    drt-initial-drc-count 5162 \
    dp_cells 14760 \
    core_um2 529800 \
    routed_via_density 5.116 \
    dieHeight_um 732.4 \
    layout-drive-gt1-share 0.1739 \
    max-cap-violations 0 \
    root_buffer "clkbuf_16" \
    post-place-ws_ns 4.077 \
    top_cell_area_share 0.7686 \
    crit_chain "buf_8, buf_4, buf_4, buf_4, buf_4, mux4_2, o22ai_1, o21ai_0, nand4_1, and4_1, nor4_2, clkdlybuf4s50_1" \
    synth-async-reset-ratio 0 \
    firstDrtPassIters 8 \
    fill_cells 48280 \
    slowest_stage "nor4_2" \
    holdCritStartpoint "write_data[0]" \
    ys_ff 4096 \
    largest_reg_flops 4096 \
    whs_path_depth 1 \
    fin_cells 15510 \
    drt_wl_total_mm 405.0 \
    worstPathArrival_ns 10.10 \
]
==> worst max-delay path, delay by kind of cell <==
kind                   cells  cell delay, ns
buffers and inverters      6            3.52
and+or+nand+nor            3            2.03
muxes                      1            0.31
AOI/OAI and AO/OA          2            0.51
==> routing by layer <==
layer | share of wire | global-route usage | vias up
met5 | 0.0039 | 0.02092 | -
met3 | 0.17 | 0.1243 | 747
met2 | 0.47 | 0.2465 | 4767
li1 | - | - | 33760
met4 | 0.036 | 0.04621 | 51
met1 | 0.32 | 0.1670 | 40000
==> logic make-up after synthesis <==
family | after synthesis | share of synthesized area
mux | 1458 | 0.1412
buf+inv | 517 | 0.02031
compound gates | 1038 | 0.04522
simple gates | 904 | 0.02470
flops | 4096 | 0.7686
==> synthesized netlist by cell type (7+ instances only) <==
cell type and count:
edfxtp_1 4096, mux2i_1 823, mux4_2 617, nor2_1 564, o221ai_1 367, clkbuf_1 247
a21oi_1 209, o22ai_1 185, nand2_1 118, o21ai_0 116, a22oi_1 94, buf_4 64
buf_6 62, buf_2 61, nand4_1 45, buf_1 37, nand3_1 36, nor3_1 33
buf_8 29, nor4_1 27, a211oi_1 23, and2_1 19, mux4_1 17, o31ai_1 17
and3_1 12, buf_12 12, a311oi_1 8, nor2b_1 8, nor3b_1 8, and4_1 7
==> worst max path at each step <==
| stage | from | cells past startpoint | to |
|---|---|---|---|
| 5_1_grt | raddr[3] | 12 | read_data[4] |
| 6_report | raddr[3] | 12 | read_data[4] |
| 4_1_cts | raddr[3] | 12 | read_data[4] |
==> cells in the final DEF, fill, tap and decap left out, types with 17 or more instances in the layout <==
cell,instances
mux4_2,617
o21ai_0,116
nor3_1,33
clkinvlp_4,22
nand4_1,45
nor2_1,564
nand2_1,104
a211oi_1,23
clkbuf_16,398
clkbuf_1,62
edfxtp_1,4096
diode_2,19
mux4_1,17
bufinv_16,47
clkinv_2,80
and2_1,19
mux2i_1,823
o31ai_1,17
clkinv_1,84
a22oi_1,94
a21oi_1,209
nand3_1,32
o22ai_1,185
o221ai_1,367
buf_4,212
clkdlybuf4s50_1,23
nor4_1,27
==> stage by stage <==
step / utilization / power (W)
2_1_floorplan: - / 0.01146
3_3_place_gp: 0.3171 / 0.01189
3_5_place_dp: 0.3171 / 0.01190
4_1_cts: 0.3419 / 0.02035
5_1_grt: 0.3420 / 0.02077
6_report: 0.3420 / 0.02021
==> power breakdown <==
| group | total [W] | switching, W | internal [W] |
|---|---|---|---|
| combinational | 0.000956 | 0.000656 | 0.000300 |
| clock | 0.00852 | 0.00365 | 0.00487 |
| sequential | 0.0107 | 0.00000135 | 0.0107 |
| total | 0.0202 | 0.00431 | 0.0159 |
==> cell type report <==
cell class	count	area, µm²	area share
Clock inverter	270	2962	0.01634
Tap cell	6994	8751	0.04829
Antenna cell	19	47.55	0.0002624
Multi-Input combinational cell	3400	33950	0.1873
Inverter	4	22.52	0.0001243
Sequential cell	4096	123000	0.6787
Clock buffer	460	10190	0.05624
Timing Repair Buffer	262	2298	0.01268
Power figures rest on the tool's default switching activity, not on a simulated workload.
